<file path="/design/flow/design.v">
module binary_counter_4bit_synchronous (
	input clock,
	output q0, qbar0, q1, qbar1, q2, qbar2, q3, qbar3
);
	wire and1_output;
	wire and2_output;
	jk_flipflop_simple biestable0 (.j(1'b1), .k(1'b1), .q(q0), .qbar(qbar0), .clock(clock));
	jk_flipflop_simple biestable1 (.j(q0), .k(q0), .q(q1), .qbar(qbar1), .clock(clock));
	and(and1_output, q0, q1);
	jk_flipflop_simple biestable2 (.j(and1_output), .k(and1_output), .q(q2), .qbar(qbar2), .clock(clock));
	and(and2_output, and1_output, q2);
	jk_flipflop_simple biestable3 (.j(and2_output), .k(and2_output), .q(q3), .qbar(qbar3), .clock(clock));
endmodule
module jk_flipflop_simple (
	input j, k, clock,
	output q, qbar
);
	reg q_reg = 1'bx;
	reg qbar_reg = 1'bx;
	always @(posedge clock) begin
		if ((j == 1'b0) && (k == 1'b0))
			begin
				q_reg <= q_reg;
				qbar_reg <= qbar_reg;
			end
		else if ((j == 1'b1) && (k == 1'b0))
			begin
				q_reg <= 1'b1;
				qbar_reg <= 1'b0;
			end
		else if ((j == 1'b0) && (k == 1'b1))
			begin
				q_reg <= 1'b0;
				qbar_reg <= 1'b1;
			end
		else
			begin
				q_reg <= ~q_reg;
				qbar_reg <= ~qbar_reg;
			end
	end
	assign q = q_reg;
	assign qbar = qbar_reg;
endmodule
</file>
<file path="/design/flow/run.sh">
#!/bin/bash
# OpenROAD 26Q1-2900-gdf79404cd8, Yosys 0.63+post, stock flow scripts
make -C /OpenROAD-flow-scripts/flow DESIGN_CONFIG=/design/flow/config.mk WORK_HOME=/design/flow/orfs finish
</file>
<file path="/design/flow/config.mk">
export PLATFORM = sky130hd
export DESIGN_NAME = binary_counter_4bit_synchronous
export DESIGN_NICKNAME = binary_counter_4bit_synchronous
export VERILOG_FILES = /design/flow/design.v
export SDC_FILE = /design/flow/constraint.sdc
export NUM_CORES = 4
export LEC_CHECK = 1
export CORE_AREA = 10 10 70 70
export DIE_AREA = 0 0 80 80
</file>
<file path="/design/flow/constraint.sdc">
current_design binary_counter_4bit_synchronous

set clk_period 1.1
set clk_io_pct 0.2

create_clock -name clk0 -period $clk_period [get_ports {clock}]

set non_clock_inputs [all_inputs -no_clocks]
set_input_delay [expr $clk_period * $clk_io_pct] -clock clk0 $non_clock_inputs
set_output_delay [expr $clk_period * $clk_io_pct] -clock clk0 [all_outputs]
</file>
==> Changelog: implementation <==
### Implementation results

* PnR Total Power at 0.542 mW
* Layout cell share with drive strength beyond 1 at 0.400
* Post-Syn Area at 264 um2
* Hpwl dp at 361 um
* Mapped Cells at 18
* Antenna violations before repair at 0
* Placed inst area at 417 um2
* Wirelength, routed at 482 um
* Crit-path max FO at 3
* Hold Fails Final Rpt at 0
* Clock root buffer: clkbuf_4
* Tool warnings at 25
* Total GRT Usage at 0.0133
* Max Clk Rate at 946 MHz
* Top cell excl fill/tap: inv_1
* Max-slew headroom at 0.935
* PD cells at 1180 nW/um2
* Final GP Congestion at 0.659
* Yosys reg bits at 8
* CTS tree: done
* Setup crit start: biestable1.q_reg$_DFFE_PP_
* Max-area cell share at 0.682
* Avg Cell Area, Syn at 14.7 um2
* Worst VDD drop at 237 uV
* Final setup TNS at 0 ns
* Max clock buf depth at 2
* Cell Count, Final, Fillers Out at 81
* Status: finished clean
* Total grt overflow at 0
* Drt wl/cell at 5.95 um
* Yosys cell count at 18
* Yosys Chip Area at 264 um2
* Core box area at 3420 um2
* Distinct lib cells used at 5
* Post-route cell area at 459 um2
* Endpoints failing setup at 0
* Fin crit share at 0.961
* CP Launch Type: register
* RSZ-0062 raised after global routing: false
* Iteration-0 DRC Markers at 1
* Fin crit period at 1.06 ns
* Starting Density at 0.0773
* Detailed Routing Iterations Pass 1 at 2
* Pin count of the biggest net entering global routing at 6
* Register area share after synthesis at 0.834
* Vias in the first global route at 155
* Static leakage at 0.189 nW
* Worst-path clk slew at 0.06 ns
* Critical path type: reg2reg
* I/O Buffers at 8
* Die x size at 80 um
* HP Class: reg2reg
* Final hold slack at 0.378 ns
* Synth-to-Final Area Change at 73.9%
* Ant diodes at 0
* Vias at 159
* TritonCTS Buffers at 3
* ANT nets after route at 0
* Vias/cell at 1.96
* Reg2Reg Launch Point: biestable1.q_reg$_DFFE_PP_
* FF-to-FF End: biestable2.qbar_reg$_DFFE_PP_
* Synth top area cells: edfxtp_1 68%, dfxtp_1 15%, inv_1 11%
* First-pass GRT wire length at 614 um
* Hold buffer count at cts at 0
* Final Slew Violations at 0
* Critical Path End Type: register
* Max-Cap Viols at 0
* Clk sinks at 8
* Clock Skews at 0.0143 ns
* Arrival @ worst endpoint at 1.06 ns
* DRC errors left at 0
* DP Cell Count at 74
* Critical Path RT at 1.10 ns
* Synth area leader: edfxtp_1
* Fill count at 385
* End of the critical path: biestable2.qbar_reg$_DFFE_PP_
* R2R setup slack at 0.04 ns
* Die y size at 80 um
* Rows at 21
* Worst Max-Slew Pin Slew at 0.0969 ns
* Worst r2r path cells at 3
* Top Layout Cells: 8 x inv_1, 6 x edfxtp_1, 6 x buf_4
* Later-pin clock latency in the skew report at 0.25 ns
* Die area at 6400 um2
* Htree depth at 1
* IO Pins at 9
* YS warnings at 1
logic make-up (layout without fill, tap and decap cells):
kind of cell / Yosys count / count (layout) / synth area share
buffers and inverters: 8 / 25 / 0.114
flip-flops: 8 / 8 / 0.834
AND/OR/NAND/NOR: 2 / 2 / 0.0522
area by class of cell:
class	instances	area, um2	area share
multi-input combinational	2	13.8	0.0300
sequential	8	223	0.485
clock buffer	3	22.5	0.0490
inverter	8	30.0	0.0654
timing repair buffer	14	113	0.245
tap	46	57.6	0.125
routing by layer:
metal	track usage	vias up	share of wire
met4	0.00176	0	0
met1	0.0150	59	0.49
li1	-	87	-
met2	0.0128	13	0.25
met5	0	-	0
met3	0.0205	0	0.26
stage by stage:
| stage | util | worst slack, ns |
|---|---|---|
| floorplan | - | 0.260 |
| global placement | 0.122 | 0.0759 |
| detailed placement | 0.122 | 0.0591 |
| CTS | 0.136 | 0.00309 |
| global route | 0.134 | 0.0212 |
| finish | 0.134 | 0.0434 |
worst max-delay path: stages, from the launching register on:
cell and delay [ns]:
edfxtp_1 0.38, buf_4 0.14, buf_4 0.13, and2_2 0.17
cells in the mapped netlist:
master,instances
inv_1,8
edfxtp_1,6
dfxtp_1,2
and2_2,1
and3_1,1
timing repair:
item,CTS,global route
resized,13,5
endpoints found under the setup margin,8,5
buffers inserted,4,0
power by group:
part / leakage, nW / switching (mW) / internal (mW)
Clock: 0.0138 / 0.0967 / 0.125
Combinational: 0.0880 / 0 / 0
Sequential: 0.0870 / 0 / 0.320
how the worst min path moves through the flow:
| stage | start | to | slack (ns) | depth (start not counted) |
|---|---|---|---|---|
| after CTS | biestable0.qbar_reg$_DFF_P_ | biestable0.qbar_reg$_DFF_P_ | 0.38 | 1 |
| after global routing | biestable0.qbar_reg$_DFF_P_ | biestable0.qbar_reg$_DFF_P_ | 0.40 | 1 |
| final | biestable0.qbar_reg$_DFF_P_ | biestable0.qbar_reg$_DFF_P_ | 0.38 | 1 |
Power is estimated from default activity; no workload was simulated.
