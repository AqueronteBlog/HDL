### flow/design.v
module BINARY_TO_7SEG_EN (
	input enable, seg7all_on,
	input d, c, b, a,
	output reg sg7_g, sg7_f, sg7_e, sg7_d, sg7_c, sg7_b, sg7_a
);
	always @(enable, seg7all_on, d, c, b, a) begin
		casez ({enable, seg7all_on, d, c, b, a})
			6'b0?????	:	begin	 
				sg7_g	<= 1;
				sg7_f	<= 1;
				sg7_e	<= 1;
				sg7_d	<= 1;
				sg7_c	<= 1;
				sg7_b	<= 1;
				sg7_a	<= 1;
			end
			6'b11????	:	begin	 
				sg7_g	<= 0;
				sg7_f	<= 0;
				sg7_e	<= 0;
				sg7_d	<= 0;
				sg7_c	<= 0;
				sg7_b	<= 0;
				sg7_a	<= 0;
			end
			6'b100000	:	begin	 
				sg7_g	<= 1;
				sg7_f	<= 0;
				sg7_e	<= 0;
				sg7_d	<= 0;
				sg7_c	<= 0;
				sg7_b	<= 0;
				sg7_a	<= 0;
			end
			6'b100001	:	begin	 
				sg7_g	<= 1;
				sg7_f	<= 1;
				sg7_e	<= 1;
				sg7_d	<= 1;
				sg7_c	<= 0;
				sg7_b	<= 0;
				sg7_a	<= 1;
			end
			6'b100010	:	begin	 
				sg7_g	<= 0;
				sg7_f	<= 1;
				sg7_e	<= 0;
				sg7_d	<= 0;
				sg7_c	<= 1;
				sg7_b	<= 0;
				sg7_a	<= 0;
			end
			6'b100011	:	begin	 
				sg7_g	<= 0;
				sg7_f	<= 1;
				sg7_e	<= 1;
				sg7_d	<= 0;
				sg7_c	<= 0;
				sg7_b	<= 0;
				sg7_a	<= 0;
			end
			6'b100100	:	begin	 
				sg7_g	<= 0;
				sg7_f	<= 0;
				sg7_e	<= 1;
				sg7_d	<= 1;
				sg7_c	<= 0;
				sg7_b	<= 0;
				sg7_a	<= 1;
			end
			6'b100101	:	begin	 
				sg7_g	<= 0;
				sg7_f	<= 0;
				sg7_e	<= 1;
				sg7_d	<= 0;
				sg7_c	<= 0;
				sg7_b	<= 1;
				sg7_a	<= 0;
			end
			6'b100110	:	begin	 
				sg7_g	<= 0;
				sg7_f	<= 0;
				sg7_e	<= 0;
				sg7_d	<= 0;
				sg7_c	<= 0;
				sg7_b	<= 1;
				sg7_a	<= 0;
			end
			6'b100111	:	begin	 
				sg7_g	<= 1;
				sg7_f	<= 1;
				sg7_e	<= 1;
				sg7_d	<= 1;
				sg7_c	<= 0;
				sg7_b	<= 0;
				sg7_a	<= 0;
			end
			6'b101000	:	begin	 
				sg7_g	<= 0;
				sg7_f	<= 0;
				sg7_e	<= 0;
				sg7_d	<= 0;
				sg7_c	<= 0;
				sg7_b	<= 0;
				sg7_a	<= 0;
			end
			6'b101001	:	begin	 
				sg7_g	<= 0;
				sg7_f	<= 0;
				sg7_e	<= 1;
				sg7_d	<= 1;
				sg7_c	<= 0;
				sg7_b	<= 0;
				sg7_a	<= 0;
			end
			default	:	begin	 
				sg7_g	<= 1;
				sg7_f	<= 0;
				sg7_e	<= 0;
				sg7_d	<= 0;
				sg7_c	<= 0;
				sg7_b	<= 0;
				sg7_a	<= 0;
			end
		endcase
	end
endmodule
module test_binary_7_seg_en_c2_de2 (
	input[5:0] SW,
	output[6:0] HEX0, HEX1, HEX2, HEX3, HEX4, HEX5, HEX6, HEX7
);
	BINARY_TO_7SEG_EN uut0 (.enable(SW[5]), .seg7all_on(SW[4]), .d(SW[3]), .c(SW[2]), .b(SW[1]), .a(SW[0]), .sg7_g(HEX0[6]), .sg7_f(HEX0[5]), .sg7_e(HEX0[4]), .sg7_d(HEX0[3]), .sg7_c(HEX0[2]), .sg7_b(HEX0[1]), .sg7_a(HEX0[0]));
	BINARY_TO_7SEG_EN uut1 (.enable(SW[5]), .seg7all_on(SW[4]), .d(SW[3]), .c(SW[2]), .b(SW[1]), .a(SW[0]), .sg7_g(HEX1[6]), .sg7_f(HEX1[5]), .sg7_e(HEX1[4]), .sg7_d(HEX1[3]), .sg7_c(HEX1[2]), .sg7_b(HEX1[1]), .sg7_a(HEX1[0]));
	BINARY_TO_7SEG_EN uut2 (.enable(SW[5]), .seg7all_on(SW[4]), .d(SW[3]), .c(SW[2]), .b(SW[1]), .a(SW[0]), .sg7_g(HEX2[6]), .sg7_f(HEX2[5]), .sg7_e(HEX2[4]), .sg7_d(HEX2[3]), .sg7_c(HEX2[2]), .sg7_b(HEX2[1]), .sg7_a(HEX2[0]));
	BINARY_TO_7SEG_EN uut3 (.enable(SW[5]), .seg7all_on(SW[4]), .d(SW[3]), .c(SW[2]), .b(SW[1]), .a(SW[0]), .sg7_g(HEX3[6]), .sg7_f(HEX3[5]), .sg7_e(HEX3[4]), .sg7_d(HEX3[3]), .sg7_c(HEX3[2]), .sg7_b(HEX3[1]), .sg7_a(HEX3[0]));
	BINARY_TO_7SEG_EN uut4 (.enable(SW[5]), .seg7all_on(SW[4]), .d(SW[3]), .c(SW[2]), .b(SW[1]), .a(SW[0]), .sg7_g(HEX4[6]), .sg7_f(HEX4[5]), .sg7_e(HEX4[4]), .sg7_d(HEX4[3]), .sg7_c(HEX4[2]), .sg7_b(HEX4[1]), .sg7_a(HEX4[0]));
	BINARY_TO_7SEG_EN uut5 (.enable(SW[5]), .seg7all_on(SW[4]), .d(SW[3]), .c(SW[2]), .b(SW[1]), .a(SW[0]), .sg7_g(HEX5[6]), .sg7_f(HEX5[5]), .sg7_e(HEX5[4]), .sg7_d(HEX5[3]), .sg7_c(HEX5[2]), .sg7_b(HEX5[1]), .sg7_a(HEX5[0]));
	BINARY_TO_7SEG_EN uut6 (.enable(SW[5]), .seg7all_on(SW[4]), .d(SW[3]), .c(SW[2]), .b(SW[1]), .a(SW[0]), .sg7_g(HEX6[6]), .sg7_f(HEX6[5]), .sg7_e(HEX6[4]), .sg7_d(HEX6[3]), .sg7_c(HEX6[2]), .sg7_b(HEX6[1]), .sg7_a(HEX6[0]));
	BINARY_TO_7SEG_EN uut7 (.enable(SW[5]), .seg7all_on(SW[4]), .d(SW[3]), .c(SW[2]), .b(SW[1]), .a(SW[0]), .sg7_g(HEX7[6]), .sg7_f(HEX7[5]), .sg7_e(HEX7[4]), .sg7_d(HEX7[3]), .sg7_c(HEX7[2]), .sg7_b(HEX7[1]), .sg7_a(HEX7[0]));
endmodule
### flow/constraint.sdc
current_design test_binary_7_seg_en_c2_de2

set clk_period 2.3
set clk_io_pct 0.2

create_clock -name clk0 -period $clk_period

set non_clock_inputs [all_inputs -no_clocks]
set_input_delay [expr $clk_period * $clk_io_pct] -clock clk0 $non_clock_inputs
set_output_delay [expr $clk_period * $clk_io_pct] -clock clk0 [all_outputs]
### flow/config.mk
export PLATFORM = sky130hd
export DESIGN_NAME = test_binary_7_seg_en_c2_de2
export DESIGN_NICKNAME = test_binary_7_seg_en_c2_de2
export VERILOG_FILES = /design/flow/design.v
export SDC_FILE = /design/flow/constraint.sdc
export NUM_CORES = 4
export LEC_CHECK = 1
export CORE_AREA = 10 10 70 70
export DIE_AREA = 0 0 80 80
### flow/run.sh
#!/bin/bash
# OpenROAD 26Q1-2900-gdf79404cd8, Yosys 0.63+post, stock flow scripts
make -C /OpenROAD-flow-scripts/flow DESIGN_CONFIG=/design/flow/config.mk WORK_HOME=/design/flow/orfs finish
==> impl_metrics.ini <==
; implementation run metrics
[grt]
antenna_found_initial = 0
grt_start_max_net_pins = 9
grt_usage_pct = 5.357
grt-ovfl-total = 0
first_pass_grt_wire_length_um = 2835
grt_pass1_vias = 571

[finish]
flow.area_growth_from_synthesis_pct = 85.60
fin_cells = 157
design.seq.count = 0
clock_buffer_count = 0
num-fill-cells = 366
fraction_of_final_layout_cells_sized_beyond_drive_strength_1_pct = 38.74
seq_area_sq_um = 0
final_core_utilization_pct = 32.56
final_area_sq_um = 1112
multiInputGateArea_sq_um = 217.7

[drt]
count_of_antenna_violating_nets_left_after_detailed_routing = 0
wl_per_cell_um = 12.89
detailroute.via_count = 562
detailed_router_iteration_count_before_antenna_repair = 4
drc = 0
via_per_inst = 3.580
drt_first_iter_violations = 7
antenna-diode-count = 0
drt-total-wl_um = 2023

[worst_setup_path]
required_ns = 1.84
crit_path_start_kind = input pin
critPathArrivalTime_ns = 1.79
worst_path_max_delay_cell = sky130_fd_sc_hd__clkdlybuf4s50_1
critPathKind = in -> out
cp_top_family = buffers and inverters
critPathMaxFanout = 5
critPathMaxStageDelay_ns = 0.46
worstPathBufferInverterCount = 5
crit_path_cell_trace = buf_4 -> nand2b_4 -> buf_6 -> buf_4 -> o31ai_4 -> buf_6 -> clkdlybuf4s50_1
worst_setup_path_end_kind = output pin

[final_timing]
max_slew.worst_pin.slew_ns = 0.3592
tightest_slew_margin_relative_to_the_limit_pct = 76.06
final_setup_violation_count = 0
rsz0062_at_grt = yes
final.min_clock_period_ns = 2.247
timing_max_transition_violations_final = 0
hold-worst-slack_ns = 1.428
max_clock_freq_ghz = 0.4450
timing.final.crit_share_pct = 97.70
final_hold_fails = 0
sum_of_negative_setup_slack_ns = 0

[floorplan]
die_width_um = 80
fp.coreArea_sq_um = 3416
die.size.y_um = 80
io-pin-count = 62
fp-row-count = 21
initCoreUtil_pct = 17.55
chip_area_sq_um = 6400

[placement]
dp.cells = 149
globalplace.congestion = 0.7638
portBuffers = 62
detail_placement_hpwl_um = 1599
instance_area_at_placement_sq_um = 974.7

[synth]
synth.yosys.num_cells = 82
synth.lib_cells_used.distinct = 20
yosysWarnings = 1
synthesis.area_per_instance_sq_um = 7.309
yosys.stat.seqShare_pct = 0
ys_chip_area_sq_um = 599.3
synthCells = 82
syn_area_sq_um = 599.3

[hold_path]
hold_path_class = in -> out

[job]
openroad.warnings = 33
maxCapViolations = 0

[power]
p_leak_nw = 0.5749
vdd_drop_max_mv = 0.08584
power.density_nw_per_um2 = 184.4

[outcome]
status = finished, final reports clean
[worst min-delay path, stage by stage]
cell,delay (ns)
sky130_fd_sc_hd__buf_6,0.10
sky130_fd_sc_hd__a21oi_1,0.08
sky130_fd_sc_hd__o21ai_2,0.10
sky130_fd_sc_hd__buf_4,0.13
sky130_fd_sc_hd__dlymetal6s2s_1,0.10
[repair_timing]
item,4_1_cts,5_1_grt
resized,58,23
hold buffers,0,0
endpoints found under the setup margin,56,32
setup buffers,5,3
pin swaps,4,0
gates cloned,0,0
[routing by layer]
layer	global-route usage [%]	wire, um	vias to the layer above	part of all wire, %
met5	0	0	-	0
met4	0	0	0	0
met3	3.636	378	0	19
met2	9.551	936	38	46
met1	5.339	709	254	35
li1	-	-	270	-
[where the power goes]
part	internal, W	switching [W]
clock network	0	0
registers	0	0
logic	0.000143	0.0000621
total	0.000143	0.0000621
[logic make-up (layout without fill, tap and decap cells)]
family / count (synthesis) / in the layout / synth area share [%]
xor gates and xnor gates: 2 / 2 / 2.923
AOI/OAI and AO/OA: 12 / 12 / 13.57
muxes: 1 / 1 / 1.879
and+or+nand+nor: 4 / 4 / 4.383
adders and majority gates: 1 / 1 / 1.670
buffers and inverters: 62 / 91 / 75.57
[cells in the mapped netlist, drive strengths merged]
| library cell | count | area share (%) |
|---|---|---|
| nand2b | 1 | 1.0 |
| inv | 2 | 1.3 |
| o41ai | 1 | 1.5 |
| o21ai | 4 | 3.3 |
| buf | 59 | 74 |
| xnor2 | 2 | 2.9 |
| or4 | 2 | 2.5 |
| a2bb2oi | 1 | 1.5 |
| nor3 | 1 | 0.83 |
| mux2 | 1 | 1.9 |
| o31a | 1 | 1.7 |
| o31ai | 2 | 2.5 |
| clkbuf | 1 | 0.63 |
| a21oi | 2 | 1.7 |
| o311ai | 1 | 1.5 |
| maj3 | 1 | 1.7 |
[layout make-up]
type / instances / share of cell area [%]
Inverter: 2 / 0.6749
Multi-Input combinational cell: 20 / 19.57
Tap cell: 46 / 5.174
Timing Repair Buffer: 89 / 74.58
[worst paths after layout]
kind,from,to,cells after the start,slack (ns)
max,SW[3],HEX1[1],7,0.05
min,SW[2],HEX1[6],5,1.43
[cells in the final DEF (no fill, tap or decap)]
cell type / count
sky130_fd_sc_hd__nand2b_4: 1
sky130_fd_sc_hd__o21ai_1: 3
sky130_fd_sc_hd__inv_2: 1
sky130_fd_sc_hd__buf_6: 6
sky130_fd_sc_hd__mux2_2: 1
sky130_fd_sc_hd__buf_4: 25
sky130_fd_sc_hd__o311ai_4: 1
sky130_fd_sc_hd__nor3_1: 1
sky130_fd_sc_hd__dlygate4sd2_1: 25
sky130_fd_sc_hd__a2bb2oi_1: 1
sky130_fd_sc_hd__dlymetal6s2s_1: 12
sky130_fd_sc_hd__maj3_2: 1
sky130_fd_sc_hd__buf_2: 1
sky130_fd_sc_hd__a21oi_1: 2
sky130_fd_sc_hd__xnor2_1: 2
sky130_fd_sc_hd__clkdlybuf4s50_1: 20
sky130_fd_sc_hd__o41ai_4: 1
sky130_fd_sc_hd__o31a_2: 1
sky130_fd_sc_hd__o21ai_2: 1
sky130_fd_sc_hd__o31ai_4: 1
sky130_fd_sc_hd__or4_4: 1
sky130_fd_sc_hd__inv_1: 1
sky130_fd_sc_hd__or4_1: 1
sky130_fd_sc_hd__o31ai_2: 1
[metrics by stage]
stage                      power, W  setup WS [ns]
after floorplan           0.0001148        0.07349
after global placement    0.0002005        -0.5391
after detailed placement  0.0002016        -0.5527
after CTS                 0.0001986      0.0004838
after global routing      0.0002245      -0.009564
final                     0.0002052        0.05291
Power and IR drop assume default switching activity.
