==> ./config.mk <==
export PLATFORM = sky130hd
export DESIGN_NAME = hc_sr04
export DESIGN_NICKNAME = hc_sr04
export VERILOG_FILES = /design/flow/design.v
export SDC_FILE = /design/flow/constraint.sdc
export NUM_CORES = 4
export LEC_CHECK = 1
export CORE_UTILIZATION = 30
==> ./run.sh <==
#!/bin/bash
# OpenROAD 26Q1-2900-gdf79404cd8, Yosys 0.63+post, stock flow scripts
make -C /OpenROAD-flow-scripts/flow DESIGN_CONFIG=/design/flow/config.mk WORK_HOME=/design/flow/orfs finish
==> ./design.v <==
module hc_sr04 (
	input trigger,
	input echo,
	input clock,
	output[31:0] range,
	output busy
);
	reg busy_aux = 1'b0;
	reg[31:0] echo_count = 32'b0;
	always @(negedge clock) begin
		if (trigger == 1'b1)
			begin
				busy_aux <= 1'b0;
				echo_count <= 32'b0;
			end
		else
			begin
				if (echo == 1'b1)
					begin
						busy_aux <= 1'b1;
						echo_count <= echo_count + 32'b1;
					end
				else
					busy_aux <= 1'b0;
			end
	end
	assign busy	= busy_aux;
	assign range = echo_count;
endmodule
==> ./constraint.sdc <==
current_design hc_sr04

set clk_period 3.5
set clk_io_pct 0.2

create_clock -name clk0 -period $clk_period [get_ports {clock}]

set non_clock_inputs [all_inputs -no_clocks]
set_input_delay [expr $clk_period * $clk_io_pct] -clock clk0 $non_clock_inputs
set_output_delay [expr $clk_period * $clk_io_pct] -clock clk0 [all_outputs]
==> results.toml <==
# flow metrics
[synthesis]
ys_seq_share_pct = 42.6
synth_stat.cells = 178
synthCells = 178
ys_area_sq_mm = 0.00155
synthDistinctLibCells = 31
edf_count = 0
avgSynthCellArea_sq_um = 8.70
ys_ff = 33
synthArstFlopShare_pct = 0
synth_area_sq_mm = 0.00155
ys.flop_type = "dfxtp_1"
yosysWarnings = 1

[route]
vias = 1698
ant_nets = 0
first_iter_violations = 69
wl_per_cell_um = 11.4
drc = 0
dr.pass1.iters = 4
wirelength_um = 4040
viasPerCell = 4.80
n_antenna_cell = 0

[critical_path]
critPathKind = "in -> reg"
startpoint_type = "input pin"
crit_path_end_kind = "register"
critPathMaxFanout = 7
cp.required_ns = 2.03
arrival_ns = 2.08

[job]
warnings = 61
max_cap_viol_count = 0

[placement]
gp_congestion = 0.823
port-buffer-count = 35
preCtsSetupSlack_ns = -0.963
hpwl_um = 2430

[final_timing]
worst_slack_ns = -0.0535
hold_viol = 0
relSlewSlack_pct = 71.1
skew_ns = 0.0230
rsz0062_at_grt = "yes"
tightest_slew_ns = 0.433
finalSetupTns_ns = -0.0642
setup_viol = 2
slew_violations = 0

[global_routing]
grt.met3_usage_pct = 6.66
antenna_found_initial = 0
grt_max_degree = 19
grt_overflow_total = 0
met1_usage_pct = 22.2
grt_use_total_pct = 15.8
grt_pass1_wl_um = 6660
grt_pass1_vias = 1602
grtUsageMet2_pct = 21.7
grt_busiest_layer = "met1"

[die]
die-area_sq_mm = 0.00545
placementRows = 25
fp_util_pct = 31.9
core_region_area_sq_mm = 0.00485
fp.dieW_um = 73.9
io_pins = 36
fp.dieH_um = 73.9

[clock_network]
cts.sinks = 33
cts_root_buf = "clkbuf_8"
cts_buffer_depth = 2
ctsHtreeMaxLevel = 2
cts_tree = "done"
clk_pin_slew_ns = 0.03
clkLatencyLatePin_ns = 0.36
numCtsBuffers = 5

[layout]
drive_above_1_share_pct = 35.9
area_delta_synth_final_pct = 66.0
mostFrequentLayoutCells = "buf_4, inv_1, dlygate4sd2_1"
layout_top_cell = "buf_4"
fill_cells = 428

[outcome]
violations = "negative setup slack"
status = "complete, but fails checks"

[power_and_ir_drop]
power_density_mw_per_mm2 = 330
p_leak_nw = 1.24
ir_drop_mv = 0.139

[hold_path]
holdCritPathClass = "reg -> reg"
==> cell families (layout without fill, tap and decap cells) <==
kind of cell,count (synthesis),after routing,share of synthesized area [%]
AND/OR/NAND/NOR,82,82,30.8
flip-flops,33,33,42.6
AND-OR/OR-AND,32,32,12.0
buffers and inverters,14,123,4.20
XOR/XNOR,12,12,6.79
multiplexers,4,4,2.83
adder cells (fa/ha/maj),1,1,0.808
==> layout make-up <==
| cell class | instances | area (sq um) | share of cell area (%) |
|---|---|---|---|
| Clock buffer | 5 | 68.8 | 2.68 |
| Clock inverter | 36 | 139 | 5.40 |
| Inverter | 2 | 7.51 | 0.292 |
| Multi-Input combinational cell | 131 | 898 | 34.9 |
| Sequential cell | 33 | 713 | 27.7 |
| Tap cell | 67 | 83.8 | 3.26 |
| Timing Repair Buffer | 80 | 661 | 25.7 |
==> critical path, cell delays in order <==
cell and delay [ns]:
buf_8 0.07, nand4_4 0.06, or4b_4 0.57, buf_6 0.15
or4_4 0.41, a21oi_2 0.12
==> cell usage after synthesis (2+ instances only) <==
master     n  share of area, %
dfxtp_1   33                43
a21oi_1   16               5.2
nor2_1    16               3.9
nand2_1   12               2.9
o31ai_1   10               4.8
or4_1     10               4.8
nand3_1    8               2.6
nand4_1    8               3.2
clkbuf_1   7               1.7
xor2_1     7               4.0
o21ai_0    6               1.9
or3_1      6               2.4
and4_1     5               2.8
xnor2_1    5               2.8
nor2b_1    4               1.6
and3_1     3               1.2
inv_1      3              0.73
mux2_2     3               2.2
nor3_1     3              0.97
and2_1     2              0.81
==> per-stage QoR <==
step / cell area [sq um] / power [W] / hold WS [ns] / std cells / utilization (%)
CTS: 2520 / 0.000864 / 0.581 / 352 / 51.9
global placement: 2090 / 0.000478 / 0.468 / 288 / 43.1
floorplan: 1590 / 0.000463 / 0.443 / 178 / -
global route: 2570 / 0.000918 / 0.608 / 354 / 53.0
finish: 2570 / 0.000848 / 0.589 / 354 / 53.0
detailed placement: 2090 / 0.000478 / 0.472 / 288 / 43.1
==> flip-flops by register name, summed over array words and instances, names as in the netlist <==
register    count
busy_aux        1
echo_count     32
==> report_power, final <==
group          switching, W  internal (W)
Sequential       0.00000113      0.000379
Combinational     0.0000157     0.0000155
Clock              0.000251      0.000186
==> routing by layer <==
layer / vias up / part of all wire [%] / wire, um
met4: 0 / 0.87 / 35
met2: 61 / 43 / 1730
li1: 866 / - / -
met1: 769 / 50 / 2010
met3: 2 / 6.7 / 269
met5: - / 0 / 0
==> repair_timing <==
action / CTS / global route
pin swaps: 8 / 3
hold buffers: 0 / 0
endpoints found under the hold margin: 0 / 0
endpoints found under the setup margin: 57 / 10
buffers inserted: 24 / 1
gates resized: 82 / 11
cloned: 0 / 1
==> worst paths after layout <==
check | from | endpoint | slack [ns] | cells after the start
worst max-delay path | echo | echo_count[26]$_SDFFE_NP0P_ | -0.05 | 6
worst min-delay path | echo_count[24]$_SDFFE_NP0P_ | echo_count[24]$_SDFFE_NP0P_ | 0.59 | 3
worst max register to register | echo_count[1]$_SDFFE_NP0P_ | echo_count[26]$_SDFFE_NP0P_ | 1.40 | 7
worst min register to register | echo_count[24]$_SDFFE_NP0P_ | echo_count[24]$_SDFFE_NP0P_ | 0.59 | 3
Power figures rest on the tool's default switching activity, not on a simulated workload.
